**/design/flow/design.v**
```verilog
module bcd_counter(
    input clk,  
    input rstn,  
    input i_toggle,  
    output [3:0] data_out  
    );
    reg [3:0] state;
    assign data_out = state;
    always @(posedge clk or negedge rstn) begin
        if (!rstn) begin
            state <= 4'b0000;
        end
        else begin
            if (!i_toggle) begin
                if (state < 9) begin
                    state <= state + 4'b1;
                end 
                else begin
                    state <= 4'b0000;
                end
            end
        end
    end
endmodule
module bin2seg (
    input [3:0] bin_data,  
    output [7:0] seg_out  
    );
    reg [7:0] seg_out;
    always @(bin_data) begin
        case (bin_data)
            4'b0000 : seg_out = 8'b00000001;
            4'b0001 : seg_out = 8'b11001111;
            4'b0010 : seg_out = 8'b10010010;
            4'b0011 : seg_out = 8'b10000110;
            4'b0100 : seg_out = 8'b11001100;
            4'b0101 : seg_out = 8'b10100100;
            4'b0110 : seg_out = 8'b10100000;
            4'b0111 : seg_out = 8'b10001111;
            4'b1000 : seg_out = 8'b10000000;
            4'b1001 : seg_out = 8'b10000100;
            default : seg_out = 8'b11111111; 
        endcase
    end
endmodule
module top(
    input clk, 
    input rstn, 
    input sw_n, 
    output [7:0] segout 
    );
    wire [3:0] bin_data; 
    bcd_counter bcd_counter(        
    .clk(clk),
    .rstn(rstn),
    .i_toggle(sw_n),
    .data_out(bin_data)
    ); 
    bin2seg bin2seg(
    .bin_data(bin_data),
    .seg_out(segout)
    );
endmodule
```
**/design/flow/run.sh**
```bash
#!/bin/bash
# OpenROAD 26Q1-2900-gdf79404cd8, Yosys 0.63+post, stock flow scripts
make -C /OpenROAD-flow-scripts/flow DESIGN_CONFIG=/design/flow/config.mk WORK_HOME=/design/flow/orfs finish
```
**/design/flow/config.mk**
```make
export PLATFORM = sky130hd
export DESIGN_NAME = top
export DESIGN_NICKNAME = top
export VERILOG_FILES = /design/flow/design.v
export SDC_FILE = /design/flow/constraint.sdc
export NUM_CORES = 4
export LEC_CHECK = 1
export CORE_AREA = 10 10 70 70
export DIE_AREA = 0 0 80 80
```
**/design/flow/constraint.sdc**
```tcl
current_design top

set clk_period 1.8
set clk_io_pct 0.2

create_clock -name clk0 -period $clk_period [get_ports {clk}]

set non_clock_inputs [all_inputs -no_clocks]
set_input_delay [expr $clk_period * $clk_io_pct] -clock clk0 $non_clock_inputs
set_output_delay [expr $clk_period * $clk_io_pct] -clock clk0 [all_outputs]
```
==> impl_metrics.ini <==
; yosys + openroad results
[final_layout]
largest_reg_flops = 4
final_cell_mix = 14 x buf_4, 7 x o21ai_1, 7 x buf_6
final_area_um2 = 787
top_regs = bcd_counter.state: 4 flops
lay_top_count = buf_4
drive_gt1_share_pct = 51.2
fillers = 362
syn_to_final_growth_pct = 95.3
regMostFlops = bcd_counter.state

[power_and_ir_drop]
comb_power_share_pct = 76.4
swShare_pct = 39.6
peakVddDrop_mv = 0.319
finalPower_uw = 1270
internal_power_uw = 770
switchingPower_uw = 505
p_leak_uw = 0.000358
power.density_nw_per_um2 = 1620
clkPwrFrac_pct = 8.8
p_seq_share_pct = 14.9

[routing]
wl_met3_um = 197
dr_wl_met2_um = 620
antenna_cells = 0
via_per_inst = 3.86
top_layer = met3
drt-met1-wl_um = 578
drtIter0Drc = 18
dr.pass1.iters = 4
routed_wl_um = 1400
wl_per_cell_um = 10.7
drc = 0
drtAntennaViolNets = 0
via_count = 502

[floorplan]
die_area_um2 = 6400
die_w_um = 80
die_h_um = 80
core_area_um2 = 3420
fp_util_pct = 11.8
core.rowCount = 21
ios = 11

[yosys]
ys_warn_count = 2
ys_cells = 52
avgSynthCellArea_um2 = 7.75
ys_area_um2 = 403
synth_cell_types = 21
yosys.stat.seqShare_pct = 24.8
synth_area_um2 = 403
synthCells = 52
numSynthFlops = 4

[timing]
post-route-min-period_ps = 1870
fin_crit_sh_pct = 104
setup_viol = 6
rsz0062_at_grt = yes
fin_ws_ps = -67.5
final_max_slew_viol_count = 0
hold_viol_final = 0
slew_headroom_pct = 76.7
worstMarginPinSlew_ps = 350
fmax_mhz = 535
finClkSkew_ps = 3.68

[critical_path]
critPathMaxStageDelay_ps = 390
cp_num_buf_inv = 3
timing_worst_setup_path_type = reg -> out
crit_arrival_ps = 1510
path_cells = inv_2 > buf_4 > ha_4 > o21ai_0 > o21ai_1 > dlygate4sd2_1
critPathLaunchType = flop
cp_max_fo = 3
cp.required_ps = 1440
crit_slowest_cell = dfrtp_1
endpoint_kind = output port
crit_family = buffers and inverters

[global_routing]
grtUsageTotal_pct = 4.01
grt_pass1_wl_um = 2040
grt_max_degree = 12
antenna_found_initial = 0
grt_overflow_total = 0
grt_pass1_vias = 450

[flow_run]
max_cap_violations = 0
warnings = 31

[place]
hpwl_um = 807
io_buffer_count = 10
gp_congestion = 0.799
place_area_um2 = 597

[clock_network]
clk_latency_ps = 240
clkTransAtPathRegs_ps = 40
ctsHoldBuffers = 0
cts_sinks = 4
clk_path_buf_depth = 2
clock-root-buffer = clkbuf_4
htreeDepth = 1
numCtsBuffers = 3
cts_tree = yes

[run_status]
violations = setup timing
status = complete, but fails checks

[worst_hold_path]
min_path_type = in -> async
layout make-up:
| type | instances | area, µm² | share of cell area (%) |
|---|---|---|---|
| repair buffers | 31 | 260 | 33.1 |
| inverters | 5 | 18.8 | 2.38 |
| flip-flops and latches | 4 | 101 | 12.9 |
| multi-input cells | 41 | 327 | 41.5 |
| well taps | 46 | 57.6 | 7.31 |
| clock buffers | 3 | 22.5 | 2.86 |
stage by stage:
stage          util, %  TNS [ps]  hold WS [ps]  std cells  worst slack, ps
2_1_floorplan        -         0          64.4         52              383
3_3_place_gp      17.5     -28.4           579        113            -17.7
3_5_place_dp      17.5     -66.6           575        113            -33.1
4_1_cts           21.7      -154           328        126            -64.9
5_1_grt           23.0      -759           310        130             -164
6_report          23.0      -258           323        130            -67.5
worst register-to-register path, cell delays in order, from the launching register on:
cell and delay, ps:
dfrtp_1 390, inv_2 60, buf_4 140, ha_4 160, buf_6 120, and2b_1 190
o21ai_1 170, o21ai_1 80
cell families after synthesis:
logic type / after synthesis / share of synthesized area [%]
compound gates: 19 / 29.5
xor+xnor: 1 / 2.17
fa+ha+maj: 5 / 15.5
buf+inv: 7 / 8.69
flops: 4 / 24.8
simple gates: 16 / 19.3
synthesized netlist by cell type, drive strengths merged:
master | n | area [µm²]
dfrtp | 4 | 100
or2 | 1 | 6.26
o21ai | 13 | 65.1
xor2 | 1 | 8.76
nand2 | 5 | 18.8
and2b | 1 | 7.51
inv | 5 | 18.8
ha | 5 | 62.6
o41ai | 1 | 16.3
nor2 | 5 | 18.8
buf | 2 | 16.3
a31oi | 1 | 6.26
nand2b | 3 | 21.3
o211ai | 1 | 12.5
a21oi | 3 | 18.8
nand3 | 1 | 5.00
timing repair:
action / 4_1_cts / 5_1_grt
setup buffers: 10 / 4
pin swaps: 7 / 6
setup endpoints to repair: 8 / 7
gates resized: 29 / 11
routing by layer:
layer | vias up | global-route usage, %
li1 | 241 | -
met1 | 241 | 4.54
met2 | 20 | 6.10
met3 | 0 | 3.30
met4 | 0 | 0
met5 | - | 0
power by group through the flow:
stage / logic [µW] / clock network (µW) / registers [µW]
after global routing: 1070 / 129 / 197
final: 973 / 112 / 190
after CTS: 860 / 113 / 182
final timing paths:
| check | startpoint | endpoint | slack (ps) | depth (start not counted) |
|---|---|---|---|---|
| worst max-delay path | bcd_counter.state[1] | segout[5] | -70 | 6 |
| worst min-delay path | rstn | bcd_counter.state[0] | 320 | 1 |
| worst max register to register | bcd_counter.state[1] | bcd_counter.state[1] | 360 | 7 |
| worst min register to register | bcd_counter.state[0] | bcd_counter.state[0] | 710 | 3 |
| max in group asynchronous | rstn | bcd_counter.state[3] | 1300 | 1 |
| min in group clk0 | bcd_counter.state[0] | bcd_counter.state[0] | 710 | 3 |
Power is estimated from default activity; no workload was simulated.
