File: ./design.v
`timescale 1ns / 1ps
module TLC (clk, rstn, HS, FS, HR, HY, HG, HL, FR, FY, FL);
    input wire clk, rstn, HS, FS;
    output wire HR, HY, HG, HL, FR, FY, FL;
    reg [6:0] lights;
    reg [2:0] state;
    reg select;
    localparam S0 = 3'b000,
               S1 = 3'b001,
               S2 = 3'b010,
               S3 = 3'b011,
               S4 = 3'b100,
               S5 = 3'b101;
    assign HR = lights[6];
    assign HY = lights[5];
    assign HG = lights[4];
    assign HL = lights[3];
    assign FR = lights[2];
    assign FY = lights[1];
    assign FL = lights[0];
    always @(posedge clk or posedge rstn) begin
        if (rstn) begin
            state <= S0;
            select <= 1'b1;
        end
        else begin
            case (state)
                S0 : begin
                    if (!HS && FS) begin
                        select <= 1'b1;
                        state <= S1;
                    end
                    else if (HS) begin
                        select <= 1'b0;
                        state <= S1;
                    end
                    else state <= S0;
                end
                S1 : begin
                    if (select) begin
                        state <= S3;
                        select <= 1'b0;
                    end
                    else state <= S2;
                end
                S2 : begin
                    if (!FS)            select <= 1'b1;
                    else                select <= 1'b0;
                    state <= S5;
                end
                S3 : state <= S4;
                S4 : state <= S0;
                S5 : begin
                    if (select)         state <= S0;
                    else                state <= S3;
                end
            endcase
        end
    end
    always @(*) begin
        case (state)
            S0 : lights = 7'b0010_100;
            S1 : lights = 7'b0100_100;
            S2 : lights = 7'b0001_100;
            S3 : lights = 7'b1000_001;
            S4 : lights = 7'b1000_010;
            S5 : lights = 7'b0100_100;
        endcase
    end
endmodule
File: ./run.sh
#!/bin/bash
# OpenROAD 26Q1-2900-gdf79404cd8, Yosys 0.63+post, stock flow scripts
make -C /OpenROAD-flow-scripts/flow DESIGN_CONFIG=/design/flow/config.mk WORK_HOME=/design/flow/orfs finish
File: ./config.mk
export PLATFORM = sky130hd
export DESIGN_NAME = TLC
export DESIGN_NICKNAME = TLC
export VERILOG_FILES = /design/flow/design.v
export SDC_FILE = /design/flow/constraint.sdc
export NUM_CORES = 4
export LEC_CHECK = 1
export CORE_AREA = 10 10 70 70
export DIE_AREA = 0 0 80 80
File: ./constraint.sdc
current_design TLC

set clk_period 1.4
set clk_io_pct 0.2

create_clock -name clk0 -period $clk_period [get_ports {clk}]

set non_clock_inputs [all_inputs -no_clocks]
set_input_delay [expr $clk_period * $clk_io_pct] -clock clk0 $non_clock_inputs
set_output_delay [expr $clk_period * $clk_io_pct] -clock clk0 [all_outputs]
==> Changelog: implementation <==
### Implementation results

* CP required at 1560 ps
* Count of tool warnings at 25
* Yosys cell count at 34
* Clock skew at 0.2338 ps
* Postcts setup bufs at 0
* Fillers at 387
* Pleak at 0.2556 nW
* Final setup violation count at 0
* Pin count of the biggest net entering global routing at 8
* DRC at 0
* GP Congestion at 0.7947
* GRT Residual Overflow at 0
* Fin Setup TNS at 0 ps
* Setup CP Type: flip-flop to flip-flop
* Max FO, Critical Path at 4
* RSZ-0062 raised after global routing: no
* Ports at 11
* Relative slew slack at 70.14%
* Initial antenna violation count at 0
* Flop pwr share at 51.2%
* Clk slew on worst S/H paths at 50 ps
* Pre-Place Util at 12.56%
* Final WL at 712 µm
* FFs w/ async S/R, synth at 50.00%
* Port Buf Inserts at 10
* Crit start category: flip-flop
* Met2 wire len at 224 µm
* Post_cts resized at 0
* Max VDD drop at 0.2755 mV
* Hold-fix buffers at CTS at 0
* Main area contributors: dfrtp_1, dlxtn_1, dfstp_2
* Yosys stat area at 429.2 µm²
* Die width at 80 µm
* Met3 WL at 148 µm
* Final WS setup at 261.5 ps
* Top-count cell post-synth: dlxtn_1
* Fin. Hold Viols at 0
* Top cells by count: dlxtn_1, dfrtp_1, clkbuf_1
* Post-synth EDFFs at 0
* DRT iter0 DRCs at 4
* Maxcap violations at 0
* Tmin final at 1139 ps
* Layout cells sized above 1 at 24.44%
* H-Tree Depth at 1
* CTS tree: built
* Metal1 wirelength at 339 µm
* Die height at 80 µm
* WHS at 272.9 ps
* Core area at 0.003416 mm²
* Cell area after layout at 601.8 µm²
* CP Capture Type: flip-flop
* Chip area at 0.006400 mm²
* Endpoints left unconstrained at 14
* Root buf cell: clkbuf_4
* Number of register pins that no clock reaches at 7
* Status: completed
* R2R setup slack at 260 ps
* Slew Viols, Final at 0
* Net Sw Power at 76.30 µW
* Global-route wire length before repair at 1.304 mm
* Ys flops at 14
* Max Freq at 878.3 MHz
* Placed Area at 575.6 µm²
* Combinational power share at 4.0%
* Worst EP arrival at 1300 ps
* Cycle use final at 81.32%
* Worst R2R End: select
* Mapped Area at 429.2 µm²
* Avg Cell Area, Syn at 12.62 µm²
* Cell type with the largest total area: dfrtp_1
* Area delta synth->final at 40.23%
* CTS Buffer Depth at 2
* Sw frac at 19.26%
* Vias per inst at 2.934
* DR top layer: met3
* Global-route total usage across every layer at 2.495%
* Pre-CTS setup slack at 15.48 ps
* Row count at 21
* Synthesized instance count at 34
* First drt pass iteration count at 3
* Wirelength per Cell at 7.824 µm
* Pwr dens at 658.3 mW/mm²
* Worst-Margin Slew at 444.1 ps
* Crit Reg-Reg Startpoint: state[0]
* Largest type area fraction at 29.15%
* Via count of the first global-routing pass at 282
* Post-DRT Antenna Nets at 0
* Placed Cells at 87
* Clock share of power at 44.7%
* Via Count at 267
* Synthesis Warnings at 1
* Synth cell types at 20
* CTS Buf Count at 3
* Final Non-Filler Cells at 91
* Hold Crit Class: primary input to asynchronous set/reset pin
* Dominant flop cell: dlxtn_1
* Int Pwr at 319.9 µW
* Reg2reg path depth at 3
* Antenna Cells at 0
* Clk latency late pin at 240 ps
how the worst max path moves through the flow:
stage / slack, ps / end / startpoint
CTS: 250 / select / state[0]
global route: 190 / select / state[0]
finish: 260 / select / state[0]
per-stage QoR:
| step | power (mW) | utilization, % |
|---|---|---|
| finish | 0.3962 | 17.62 |
| global route | 0.4228 | 17.62 |
| CTS | 0.4014 | 17.62 |
| detailed placement | 0.2221 | 16.85 |
| global placement | 0.2220 | 16.85 |
| floorplan | 0.2106 | - |
registers in the layout, indices dropped and copies added (netlist names):
signal  cells
state       6
select      1
lights      7
layout make-up:
class / count / area [µm²] / area share (%)
clock buffer: 4 / 26.28 / 4.366
multi-input combinational: 15 / 127.6 / 21.21
timing repair buffer: 10 / 100.1 / 16.63
tap: 46 / 57.56 / 9.563
sequential: 14 / 282.8 / 46.99
inverter: 2 / 7.507 / 1.247
power by group through the flow:
stage,clock [mW],sequential (mW),combinational (mW)
4_1_cts,0.183,0.203,0.0160
5_1_grt,0.203,0.203,0.0175
6_report,0.177,0.203,0.0159
metal layers:
metal / GRT usage (%) / up-vias
met1: 3.528 / 119
met5: 0 / -
met2: 2.809 / 13
li1: - / 135
met4: 0.1761 / 0
met3: 2.159 / 0
critical path, cell delays in order (launching register included):
cell,delay (ps)
dfstp_2,560
and2b_4,180
mux2i_1,210
o32ai_2,100
cell families after synthesis:
kind of cell | synth area share [%]
flops | 41.40
latches | 24.49
compound gates | 9.915
simple gates | 14.87
mux | 4.956
buf+inv | 4.374
cell usage in the layout (no fill, tap or decap), types with 2 or more instances in the layout:
cell type,n
dfrtp_1,5
inv_1,2
dfstp_2,2
clkdlybuf4s50_1,10
clkbuf_4,3
dlxtn_1,7
No activity file was given, so power comes from the tool's default toggle rates.
