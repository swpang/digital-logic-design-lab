**design/flow/design.v**
```verilog
`timescale 1ns / 1ps
module string_pattern_recognizer (
    input_data, 
    reset, 
    clk, 
    output_data);
    localparam S0 = 3'b000,
               S1 = 3'b001,
               S2 = 3'b010,
               S3 = 3'b011,
               S4 = 3'b100,
               S5 = 3'b101,
               S6 = 3'b110;
    input input_data;
    input reset;
    input clk;
    output reg output_data;
    reg [2:0] state;
    initial state = 3'b111;
    always @(posedge clk) begin
        if (reset)
            state <= 3'b000;
        else begin
            case (state)
                S0 : begin
                    if (input_data == 1)    state <= S1;
                    else                    state <= S4;
                end
                S1 : begin
                    if (input_data == 1)    state <= S1;
                    else                    state <= S2;
                end
                S2 : begin
                    if (input_data == 1)    state <= S3;
                    else                    state <= S5;
                end
                S3 : begin
                    if (input_data == 1)    state <= S1;
                    else                    state <= S2;
                end
                S4 : begin
                    if (input_data == 1)    state <= S1;
                    else                    state <= S5;
                end
                S5 : begin
                    if (input_data == 1)    state <= S1;
                    else                    state <= S6;
                end
                S6 : state <= S6;
            endcase
        end
    end
    always @(*) begin
        if (state == S3)                    output_data = 1'b1;
        else if (state == 3'b111)           output_data = output_data;
        else                                output_data = 1'b0;
    end
endmodule
```
**design/flow/run.sh**
```bash
#!/bin/bash
# OpenROAD 26Q1-2900-gdf79404cd8, Yosys 0.63+post, stock flow scripts
make -C /OpenROAD-flow-scripts/flow DESIGN_CONFIG=/design/flow/config.mk WORK_HOME=/design/flow/orfs finish
```
**design/flow/config.mk**
```make
export PLATFORM = sky130hd
export DESIGN_NAME = string_pattern_recognizer
export DESIGN_NICKNAME = string_pattern_recognizer
export VERILOG_FILES = /design/flow/design.v
export SDC_FILE = /design/flow/constraint.sdc
export NUM_CORES = 4
export LEC_CHECK = 1
export CORE_AREA = 10 10 70 70
export DIE_AREA = 0 0 80 80
```
**design/flow/constraint.sdc**
```tcl
current_design string_pattern_recognizer

set clk_period 1.7
set clk_io_pct 0.2

create_clock -name clk0 -period $clk_period [get_ports {clk}]

set non_clock_inputs [all_inputs -no_clocks]
set_input_delay [expr $clk_period * $clk_io_pct] -clock clk0 $non_clock_inputs
set_output_delay [expr $clk_period * $clk_io_pct] -clock clk0 [all_outputs]
```
==> impl_metrics.toml <==
# implementation run metrics
[finish]
fin_util_pct = 8.17
drive_gt1_share_pct = 24.0
final_cells = 71
fill_cells = 407
final_area_sq_um = 279
areaGrowthSynthToFinish_pct = 68.9

[floorplanning]
die_area_sq_mm = 0.00640
rows = 21
fp_util_pct = 4.84
boundaryPins = 4
die_h_um = 80
die_x_um = 80
core_area_sq_mm = 0.00342

[drt]
antenna_cells = 0
drtIter0Drc = 3
drc_errors = 0
routed_wire_length_per_instance_um = 4.73
vias = 143
antenna_left = 0
routed_wl_um = 336
viasPerCell = 2.01
drt-pass1-iter-count = 4

[synth]
yosys_warnings = 1
synthArstFlopShare_pct = 0
ys_types = 14
syn_avg_cell_area_sq_um = 9.18
synth_area_sq_um = 165
ys_area_sq_um = 165
synth-seq-cells = 4
synth-edff-count = 0
synth_top_flop_cell = "dfxtp_1"
yosysTopAreaCellShare_pct = 36.4
ys_cells = 18
top_area_cell = "dfxtp_1"
area_leaders = "dfxtp_1 36%, dlxtn_1 9.1%, nor4_2 7.6%"
syn_inst = 18
synthTopCellsByCount = "3 x dfxtp_1, 3 x nor2_1"

[sta]
fmax_ghz = 0.860
final_max_slew_viol_count = 0
relSlewSlack_pct = 86.6
period_minus_slack_ns = 1.16
hold_viol = 0
rsz0062_at_grt = "false"
fin_crit_sh_pct = 68.4
setup_violations = 0
fin_setup_tns_ns = 0
untimed_endpoints = 2
finClkSkew_ns = 0.000854
unclocked_regs = 1
worstMarginPinSlew_ns = 0.199

[worst_setup_path]
reg2reg_from = "state[1]$_SDFFE_PP0P_"
worstSetupEndpointType = "flop"
crit_fanout = 5
arrival_ns = 1.30
cp-startpoint = "input_data"
critPathKind = "in -> reg"
worstPathRequired_ns = 1.84
cp-start-kind = "input pin"

[global_routing]
antenna_found_initial = 0
grt_max_degree = 8
overflow = 0
grt_pass1_wl_um = 496
grt_usage_pct = 1.09
grt_pass1_vias = 129

[cts]
tritoncts = "yes"
clock_latency_ns = 0.23
cts_max_path_buffers = 2
cts_hold_buf = 0
cts_setup_buffers = 0
h-tree-depth = 1
root_buffer = "clkbuf_4"
cts_made_buffers = 3
cts.clk_slew.worst_paths_ns = 0.04
cts_resized = 0

[run]
maxCapViolations = 0
tool_warnings = 25

[placement]
placed_cells = 67
portBuffers = 3
dpl_cell_area_sq_um = 253
gp_congestion = 0.625

[power_and_ir_drop]
p_leak_nw = 0.0939
ir_drop_mv = 0.148
p_per_area_mw_per_mm2 = 826

[worst_hold_path]
hold_path.class = "reg -> reg"
hold_path_startpoint = "state[2]$_SDFFE_PP0P_"

[status]
status = "finished clean"
-- cell type report --
| class | instances | area [sq um] | area share [%] |
|---|---|---|---|
| multi-input cells | 14 | 90.1 | 32.3 |
| flip-flops and latches | 4 | 75.1 | 26.9 |
| well taps | 46 | 57.6 | 20.6 |
| repair buffers | 3 | 30.0 | 10.8 |
| clock buffers | 4 | 26.3 | 9.42 |
-- through the flow --
stage / worst slack [ns] / hold slack (ns) / total power, mW
2_1_floorplan: 0.914 / 0.409 / 0.0984
3_3_place_gp: 0.333 / 0.558 / 0.107
3_5_place_dp: 0.292 / 0.561 / 0.108
4_1_cts: 0.535 / 0.568 / 0.240
5_1_grt: 0.469 / 0.604 / 0.250
6_report: 0.537 / 0.562 / 0.230
-- sequential cells by signal, indices dropped and copies added, names as in the netlist --
name	cells
output_data	1
state	3
-- critical path: stages --
cell and delay [ns]:
clkdlybuf4s50_1 0.55, nand2b_2 0.16, a21oi_2 0.04, nor4_2 0.21
-- cells in the final DEF, fill, tap and decap left out --
cell / instances
a31oi_1: 1
and3_1: 1
dlxtn_1: 1
and3b_1: 1
dfxtp_1: 3
clkbuf_4: 3
nand3b_1: 1
clkbuf_1: 1
clkdlybuf4s50_1: 3
nor2_1: 3
a21oi_1: 1
nand2b_1: 1
nor3_1: 1
nand2b_2: 1
a21oi_2: 1
nand2_1: 1
nor4_2: 1
-- final timing paths --
check | end | slack (ns) | cells past startpoint
worst max register to register | state[0]$_SDFFE_PP0P_ | 0.85 | 2
worst max-delay path | state[0]$_SDFFE_PP0P_ | 0.54 | 4
worst min register to register | state[1]$_SDFFE_PP0P_ | 0.56 | 2
worst min-delay path | state[1]$_SDFFE_PP0P_ | 0.56 | 2
-- kinds of logic (layout without fill, tap and decap cells) --
family	after synthesis	count (layout)	share of synthesized area, %
AND/OR/NAND/NOR	11	11	42.4
AND-OR/OR-AND	3	3	12.1
flip-flops	3	3	36.4
latches	1	1	9.09
buffers and inverters	0	7	0
-- metal layers --
metal,part of all wire [%],up-vias,global-route usage (%)
met1,36,60,0.864
met4,0,0,0.704
met3,27,0,1.82
li1,-,77,-
met2,37,6,1.12
met5,0,-,0
-- power breakdown --
group	internal [mW]	switching (mW)
sequential	0.0769	0.00817
clock	0.0879	0.0358
combinational	0.0131	0.00856
total	0.178	0.0525
Power and IR drop assume default switching activity.
